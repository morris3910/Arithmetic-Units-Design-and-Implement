==> ./config.mk <==
export PLATFORM = sky130hd
export DESIGN_NAME = row_cc_16x16
export DESIGN_NICKNAME = row_cc_16x16
export VERILOG_FILES = /design/flow/design.v
export SDC_FILE = /design/flow/constraint.sdc
export NUM_CORES = 4
export LEC_CHECK = 1
export CORE_UTILIZATION = 50
==> ./run.sh <==
#!/bin/bash
# OpenROAD 26Q1-2900-gdf79404cd8, Yosys 0.63+post, stock flow scripts
make -C /OpenROAD-flow-scripts/flow DESIGN_CONFIG=/design/flow/config.mk WORK_HOME=/design/flow/orfs finish
==> ./constraint.sdc <==
current_design row_cc_16x16

set clk_period 12.8
set clk_io_pct 0.2

create_clock -name clk0 -period $clk_period

set non_clock_inputs [all_inputs -no_clocks]
set_input_delay [expr $clk_period * $clk_io_pct] -clock clk0 $non_clock_inputs
set_output_delay [expr $clk_period * $clk_io_pct] -clock clk0 [all_outputs]
==> ./design.v <==
module  row_cc_16x16#(
  parameter m=16, 
  parameter n=16
)(
  input [m-1:0] a, 
  input [n-1:0] b, 
  output [m+n-1:0] p);
localparam mn = n+m;
reg [mn-1:0] aa;
reg [mn-1:0] pp[0:n-1];
reg [mn-1:0] pp_tmp[0:n];
integer i, j;
always @ (*) begin
  for (j=0; j<=m-1; j=j+1)
    aa[j] = a[j];
  for (j=m; j<=mn-1; j=j+1)
    aa[j] = 1'b0;
end
always @ (*) begin
  for (i=0; i<=n-1; i=i+1)
    for (j=0; j<=mn-1; j=j+1)
      pp[i][j] = 1'b0; 
  for (i=0; i<=n-1; i=i+1)begin
    for (j=0; j<=mn-1; j=j+1) begin
      if (i+j < 12) begin
        pp[i][j+i] = 0;
      end else begin
        pp[i][j+i] = aa[j] & b[i];
      end
    end
  end  
end 
always @ (*) begin
  for (i=0; i<=n; i=i+1)
    for (j=0; j<=mn-1; j=j+1)
      pp_tmp[i][j] = 1'b0; 
  for (i=0; i<=n-2; i=i+1)
    pp_tmp[i+1] = pp_tmp[i]+pp[i];
  pp_tmp[n] = pp_tmp[n-1] + (pp[i]);
end 
assign p = pp_tmp[n] + (1 << 15) + (1 << 13);
endmodule
==> impl_metrics.py <==
# Synthesis and PnR figures
metrics = {
    "status": {
        "status": "completed",
    },
    "yosys": {
        "synth.distinct_cells": 40,
        "syn_area_um2": 5640,
        "syn_inst": 621,
        "yosys_area_um2": 5640,
        "avgSynthCellArea_um2": 9.08,
        "yosys_warnings": 363,
        "ys_seq_share_pct": 0,
        "yosys_cells": 621,
    },
    "routing": {
        "vias": 4149,
        "drt_pre_antenna_iters": 4,
        "routed_wirelength_um": 12000,
        "wl_per_cell_um": 15.2,
        "n_antenna_cell": 0,
        "vias_per_cell": 5.25,
        "antenna_left": 0,
        "drt_iter0_drc": 168,
        "drc_errors": 0,
    },
    "timing": {
        "rsz0062_at_grt": "no",
        "setup_slack_ps": 1010,
        "finalSetupTns_ps": 0,
        "slew_viol_final": 0,
        "hold_violations": 0,
        "min_period_ps": 11790,
        "final.period_utilization_pct": 92.1,
        "fmax_ghz": 0.0848,
        "setup_violations": 0,
        "hold_ws_ps": 6510,
        "timing.max_slew.rel_slack_pct": 59.6,
        "tightest_slew_ps": 604,
    },
    "floorplan": {
        "io_pins": 64,
        "die_area_um2": 11700,
        "core-area_um2": 10900,
        "fp_util_pct": 51.6,
        "rows": 38,
        "die_w_um": 108,
        "die_h_um": 108,
    },
    "global_route": {
        "antenna_found_initial": 0,
        "grt_pass1_wl_um": 20400,
        "grt_pass1_vias": 4189,
        "grt_overflow": 0,
        "grt_max_degree": 17,
        "grt_usage_pct": 24.2,
    },
    "cells_and_area": {
        "nFillCells": 962,
        "design.seq.count": 0,
        "seq_area_um2": 0,
        "final_cells": 790,
        "nClkBuffers": 0,
        "drive_gt1_share_pct": 1.38,
        "area_growth_pct": 10.0,
    },
    "placement": {
        "portBuffers": 52,
        "post-place-cells": 790,
        "dpl.hpwl_um": 10500,
        "globalplace.congestion": 0.857,
        "preCtsSetupSlack_ps": 1070,
    },
    "critical_path": {
        "arrival_ps": 9230,
        "worstSetupPathType": "in2out",
        "critPathCaptureType": "output pin",
        "timing.critical_path.from": "a[7]",
        "critPathLaunchType": "primary input",
        "crit_top_cell": "fa_1",
        "path_max_fanout": 11,
        "critPathRequiredTime_ps": 10240,
        "critPathMaxStageDelay_ps": 700,
        "path_cells": "clkdlybuf4s50_1 -> and2_1 -> fa_1 -> inv_1 -> fa_1 -> fa_1 -> inv_1 -> fa_1 -> fa_1 -> fa_1 -> ha_1 -> fa_1 -> a211oi_1 -> nor3_2 -> o211ai_1 -> mux2i_1 -> and3_1 -> clkdlybuf4s50_1",
        "crit_slowest_cell": "clkdlybuf4s50_1",
    },
    "clocking": {
        "postCtsHoldBufs": 0,
        "cts_setup_buffers": 0,
        "ctsResizeCount": 0,
    },
    "flow_run": {
        "tool_warnings": 32,
        "cap_violations": 0,
    },
    "min_path": {
        "hold_path_class": "in2out",
        "min-delay-start": "a[0]",
    },
}
[worst max-delay path, delay by kind of cell]
kind	cells	cell delay [ps]
mux	1	220
buf+inv	4	1260
fa+ha+maj	8	3740
compound gates	2	880
simple gates	3	570
[synth_stat cells (3+ instances only)]
cell type	n	area [um^2]
xor2_1	7	61.3
clkbuf_1	21	78.8
buf_4	12	90.1
and3_1	3	18.8
xnor2_1	9	78.8
o211ai_1	3	22.5
fa_1	140	2800
ha_1	65	813
buf_2	3	15.0
inv_1	114	428
a21oi_1	13	65.1
nand3_1	4	20.0
nand2_1	127	477
and2_1	61	382
o21ai_0	7	35.0
a21o_1	3	22.5
[cell families (layout without fill, tap and decap cells)]
kind of cell / count (synthesis) / after routing / share of synthesized area, %
AOI/OAI and AO/OA: 44 / 44 / 5.39
xor gates and xnor gates: 16 / 16 / 2.48
adders and majority gates: 205 / 205 / 64.1
buffers and inverters: 151 / 169 / 11.0
muxes: 1 / 1 / 0.177
other: 1 / 12 / 0.0665
and+or+nand+nor: 203 / 203 / 16.7
[layout make-up]
type | instances | area [um^2] | share of cell area (%)
inverter | 114 | 428 | 6.90
tap | 140 | 175 | 2.82
multi-input combinational | 481 | 5060 | 81.5
timing repair buffer | 55 | 543 | 8.75
[per-layer routing]
layer / share of wire, % / GRT usage [%]
met3: 6.1 / 5.46
met4: 1.7 / 3.62
met1: 44 / 37.6
met5: 0.37 / 3.13
met2: 48 / 37.7
[metrics by stage]
stage	area [um^2]	util, %
finish	6210	56.8
global route	6210	56.8
CTS	6210	56.8
detailed placement	6210	56.8
global placement	6210	56.8
floorplan	5680	-
[final timing paths]
kind,slack (ps),endpoint,depth (start not counted)
min,6510,p[12],5
max,1010,p[27],18
[placed cells by master (no fill, tap or decap), types with 2 or more instances in the layout]
cell	netlist	final
a211oi_1	2	2
a21o_1	3	3
a21oi_1	13	13
a31oi_1	2	2
and2_1	61	61
and3_1	3	3
buf_4	12	3
clkdlybuf4s50_1	0	52
conb_1	1	12
fa_1	140	140
ha_1	65	65
inv_1	114	114
nand2_1	127	127
nand3_1	4	4
nand4_1	2	2
nor2_1	2	2
o211ai_1	3	3
o21ai_0	7	7
o21ai_1	2	2
xnor2_1	9	9
xor2_1	7	7
