## design/flow/run.sh

```bash
#!/bin/bash
# OpenROAD 26Q1-2900-gdf79404cd8, Yosys 0.63+post, stock flow scripts
make -C /OpenROAD-flow-scripts/flow DESIGN_CONFIG=/design/flow/config.mk WORK_HOME=/design/flow/orfs finish
```

## design/flow/config.mk

```make
export PLATFORM = sky130hd
export DESIGN_NAME = row_16x16
export DESIGN_NICKNAME = row_16x16
export VERILOG_FILES = /design/flow/design.v
export SDC_FILE = /design/flow/constraint.sdc
export NUM_CORES = 4
export LEC_CHECK = 1
export CORE_UTILIZATION = 30
```

## design/flow/constraint.sdc

```tcl
current_design row_16x16

set clk_period 19.1
set clk_io_pct 0.2

create_clock -name clk0 -period $clk_period

set non_clock_inputs [all_inputs -no_clocks]
set_input_delay [expr $clk_period * $clk_io_pct] -clock clk0 $non_clock_inputs
set_output_delay [expr $clk_period * $clk_io_pct] -clock clk0 [all_outputs]
```

## design/flow/design.v

```verilog
module  row_16x16#(
  parameter m=16, 
  parameter n=16
)(
  input [m-1:0] a, 
  input [n-1:0] b, 
  output [m+n-1:0] p);
localparam mn = n+m;
reg [mn-1:0] aa;
reg [mn-1:0] pp[0:n-1];
reg [mn-1:0] pp_tmp[0:n];
integer i, j;
always @ (*) begin
  for (j=0; j<=m-1; j=j+1)
    aa[j] = a[j];
  for (j=m; j<=mn-1; j=j+1)
    aa[j] = a[m-1];
end
always @ (*) begin
  for (i=0; i<=n-1; i=i+1)
    for (j=0; j<=mn-1; j=j+1)
      pp[i][j] = 1'b0; 
  for (i=0; i<=n-1; i=i+1)
    for (j=0; j<=mn-1; j=j+1)
      pp[i][j+i] = aa[j]& b[i];
end 
always @ (*) begin
  for (i=0; i<=n; i=i+1)
    for (j=0; j<=mn-1; j=j+1)
      pp_tmp[i][j] = 1'b0; 
  for (i=0; i<=n-2; i=i+1)
    pp_tmp[i+1] = pp_tmp[i]+pp[i];
  pp_tmp[n] = pp_tmp[n-1] + (~pp[i] + 1'b1);
end 
assign p = pp_tmp[n];
endmodule
```

==> impl_metrics.json <==
{
  "wirelength_um": 19240,
  "nClkBuffers": 0,
  "critPathCaptureType": "output pin",
  "finalHoldViolCount": 0,
  "rsz0062_at_grt": "no",
  "cts_hold_buffers": 0,
  "area_growth_syn_to_layout_pct": 11.09,
  "tns_ps": 0,
  "grt_antenna_before_repair": 0,
  "track_usage_pct": 13.98,
  "holdCritPathClass": "input port to output pin",
  "die_x_um": 176.9,
  "grt_max_degree": 17,
  "synth_cell_types": 48,
  "grt_pass1_vias": 7069,
  "cts_resized": 0,
  "num_rows": 63,
  "clock.fmax_ghz": 0.06236,
  "grt_overflow": 0,
  "critPathLaunchType": "input port",
  "tightestPinTransition_ps": 713.5,
  "period_used_pct": 83.96,
  "flop_area_um2": 0,
  "drive_gt1_share_pct": 0.6506,
  "cts_setup_buffers": 0,
  "placed_cells": 1466,
  "relSlewSlack_pct": 52.29,
  "syn_area_um2": 9181,
  "arrival_ps": 12220,
  "grt_pass1_wl_um": 34180,
  "place_hpwl_um": 17030,
  "via_per_inst": 4.585,
  "port_buffers": 64,
  "path_class": "input port to output pin",
  "setup_viol": 0,
  "wl_per_cell_um": 13.12,
  "die_h_um": 176.9,
  "drtIter0Drc": 267,
  "ff_count": 0,
  "maxCapViolCount": 0,
  "dr_total_vias": 6722,
  "ys_cells": 1044,
  "die-area_um2": 31310,
  "drtPass1Iterations": 4,
  "syn_inst": 1044,
  "core_region_area_um2": 29870,
  "design_area_um2": 10200,
  "worstPathMaxFanout": 16,
  "required_ps": 15280,
  "min_period_ps": 16040,
  "gp_congestion": 0.8541,
  "postRouteAntennaNets": 0,
  "yosys_warnings": 243,
  "status": "finished, final reports clean",
  "slew_violations": 0,
  "syn_area_per_cell_um2": 8.794,
  "ys_area_um2": 9181,
  "pin_count": 64,
  "final_cells": 1466,
  "n_antenna_cell": 0,
  "yosysSeqAreaShare_pct": 0,
  "warnings": 34,
  "placed_cell_area_um2": 10200,
  "fp_util_pct": 30.73,
  "drcViolationCount": 0
}
-- metal layers --
layer / global-route usage, % / up-vias / part of all wire (%)
li1: - / 3165 / -
met1: 20.68 / 3418 / 44
met2: 23.03 / 129 / 51
met3: 2.453 / 10 / 4.2
met4: 1.221 / 0 / 0.89
met5: 0 / - / 0
-- cell families after synthesis --
kind of cell	Yosys count	synth area share (%)
XOR/XNOR	35	3.339
AND/OR/NAND/NOR	325	17.39
adder cells (fa/ha/maj)	303	60.26
AND-OR/OR-AND	97	7.236
multiplexers	2	0.2317
buffers and inverters	282	11.54
-- cell usage after synthesis, types with 3 or more instances --
cell | n | area share, %
a211oi_1 | 7 | 0.57
a21o_1 | 12 | 0.98
a21oi_1 | 28 | 1.5
a31oi_1 | 4 | 0.27
and2_1 | 125 | 8.5
clkbuf_1 | 34 | 1.4
fa_1 | 232 | 51
ha_1 | 71 | 9.7
inv_1 | 247 | 10
nand2_1 | 146 | 6.0
nand3_1 | 8 | 0.44
nor2_1 | 24 | 0.98
nor2b_1 | 3 | 0.20
nor3_1 | 8 | 0.44
o211ai_1 | 3 | 0.25
o21a_1 | 10 | 0.82
o21ai_0 | 8 | 0.44
o21bai_1 | 6 | 0.49
xnor2_1 | 27 | 2.6
xor2_1 | 8 | 0.76
-- worst max-delay path, stage by stage --
cell	delay [ps]
clkdlybuf4s50_1	910
nand2_1	170
fa_1	560
inv_1	60
fa_1	510
fa_1	530
fa_1	520
fa_1	540
inv_1	60
fa_1	540
inv_1	40
ha_1	380
a21oi_1	210
o211ai_1	150
a31oi_1	230
o31ai_2	160
nand4_1	150
or2b_1	240
xor2_1	140
ha_1	320
a2111oi_0	450
a22oi_1	210
a211o_1	340
a221oi_2	320
xnor2_1	150
clkdlybuf4s50_1	470
-- worst paths after layout --
kind  startpoint  endpoint  slack (ps)  cells after the start
max        a[11]     p[29]        3060                     26
min         b[0]      p[0]        9000                      3
-- cell usage in the layout, fill, tap and decap left out, types with 2 or more instances in the layout --
master             n
nand2_1          146
o21bai_1           6
xnor2_1           27
a211oi_1           7
nor3_1             8
clkdlybuf4s50_1   64
a31oi_1            4
buf_4              3
nand2b_1           2
o21ai_1            2
and2_1           125
inv_1            247
o211ai_1           3
a21o_1            12
nand4_1            2
nor2b_1            3
ha_1              71
o21ai_0            8
a211o_1            2
nor2_1            24
a21oi_1           28
o21a_1            10
fa_1             232
xor2_1             8
o2111ai_1          2
nand3_1            8
-- metrics by stage --
stage	util (%)	hold slack [ps]	setup WS (ps)
global route	34.14	9134	2474
floorplan	-	7712	4771
global placement	34.14	8997	3215
finish	34.14	9003	3063
CTS	34.14	9024	3063
detailed placement	34.14	9019	3111
-- area by class of cell --
| cell class | instances | area, µm² |
|---|---|---|
| multi-input cells | 762 | 8122 |
| inverters | 247 | 927.1 |
| repair buffers | 67 | 663.1 |
| fillers | 3055 | 19680 |
| well taps | 390 | 488.0 |
